**flow/config.mk**
```make
export PLATFORM = sky130hd
export DESIGN_NAME = arp_r
export DESIGN_NICKNAME = arp_r
export VERILOG_FILES = /design/flow/design.v
export SDC_FILE = /design/flow/constraint.sdc
export NUM_CORES = 4
export LEC_CHECK = 1
export CORE_UTILIZATION = 30
```
**flow/constraint.sdc**
```tcl
current_design arp_r

set clk_period 3.8
set clk_io_pct 0.2

create_clock -name clk0 -period $clk_period [get_ports {rx_clk}]

set non_clock_inputs [all_inputs -no_clocks]
set_input_delay [expr $clk_period * $clk_io_pct] -clock clk0 $non_clock_inputs
set_output_delay [expr $clk_period * $clk_io_pct] -clock clk0 [all_outputs]
```
**flow/design.v**
```verilog
module arp_r(rx_clk,int_N,rx_er,rx_dv,rx_crs,rx_col,rst,rx_en,dataout,bmac1,smac2,desm,sip1,mip2,crc_rx);
  input rx_clk;
  input int_N;
  input rx_er;
  input rx_dv;
  input rx_crs;
  input rx_col; 
  output rst;
  input rx_en;
  input [3:0]dataout;
  output [47:0]bmac1;
  output [47:0]smac2;
  output [47:0]desm;
  output [31:0]sip1;
  output [31:0]mip2;
  output [31:0]crc_rx;
  reg [7:0] board_mac_add[0:5];
  reg [7:0] src_mac_add [0:5];
  reg [7:0] des_mac_add [0:5];
  reg [7:0] src_ip_add[0:3];
  reg [7:0] des_ip_add[0:3];
  reg [7:0] crc[0:3];
  reg [7:0] bmreg;
  reg rst_out=1;
  reg [3:0]data_1,data_2;
  reg [3:0] pre_reg;
  reg [7:0] sfd_reg;
  reg [15:0] frame_type;
  reg [15:0] hard_type;
  reg [15:0] protocol_type;
  reg [7:0] hard_len;
  reg [7:0] ip_len;
  reg [15:0] replay;
  reg [3:0] padding_reg;
  reg sender_en;
  reg [4:0]state=5'b00000;
  reg [19:0] cnt_add=0;
  parameter pre=5'b00000,sfd=5'b00001,des_add=5'b00010,src_add=5'b00011,frm_ty=5'b00100,ht=5'b00101,pt=5'b00110,
  hl=5'b00111,ipl=5'b01000, req=5'b01001,smac =5'b01010,sip=5'b01011,dmac=5'b01100,dip=5'b01101,padding=5'b01110,
  crc_type=5'b01111;
  assign  rst=rst_out;
  assign bmac1[47:40] =board_mac_add[0];
  assign bmac1[39:32] =board_mac_add[1];
  assign bmac1[31:24] =board_mac_add[2];
  assign bmac1[23:16] =board_mac_add[3];
  assign bmac1[15:8]  =board_mac_add[4];
  assign bmac1[7:0]   =board_mac_add[5];
  assign smac2[47:40] =src_mac_add[0];
  assign smac2[39:32] =src_mac_add[1];
  assign smac2[31:24] =src_mac_add[2];
  assign smac2[23:16] =src_mac_add[3];
  assign smac2[15:8]  =src_mac_add[4];
  assign smac2[7:0]   =src_mac_add[5];
  assign desm[47:40]=des_mac_add[0];
  assign desm[39:32] =des_mac_add[1];
  assign desm[31:24] =des_mac_add[2];
  assign desm[23:16] =des_mac_add[3];
  assign desm[15:8]  =des_mac_add[4];
  assign desm[7:0]   =des_mac_add[5];
  assign sip1[31:24] =src_ip_add[0];
  assign sip1[23:16] =src_ip_add[1];
  assign sip1[15:8]  =src_ip_add[2];
  assign sip1[7:0]   =src_ip_add[3];
  assign mip2[31:24] =des_ip_add[0];
  assign mip2[23:16] =des_ip_add[1];
  assign mip2[15:8]  =des_ip_add[2];
  assign mip2[7:0]   =des_ip_add[3];
  assign crc_rx[31:24] =crc[0];
  assign crc_rx[23:16] =crc[1];
  assign crc_rx[15:8]  =crc[2];
  assign crc_rx[7:0]   =crc[3];
	  always @(posedge rx_clk)
         begin
               cnt_add<=cnt_add+1;
             case (state)       
             pre: begin 
                if(cnt_add>=20'd0 && cnt_add<20'd6)
                  begin
                    pre_reg[3:0]<=4'b0101;
                    pre_reg[3:0]<=4'b0101; 
                 end 
                else
                  begin
                    state<=sfd;
                    pre_reg[3:0]<=4'b0101;
                    pre_reg[3:0]<=4'b0101; 
                    cnt_add<=20'd0;
                end
                end 
             sfd: begin
               if(cnt_add==20'd0)
                 begin
                 sfd_reg[3:0]<=4'b1101;
                 sfd_reg[7:4]<=4'b0101;
                    cnt_add<=20'd0;
                    state<=des_add;
                 end
                 end
          des_add : begin
              if(cnt_add==20'd0)
                  begin
                    bmreg[3:0]<= 4'b0000;
                    bmreg[7:4]<= 4'b0000;
                   board_mac_add[cnt_add+1]<=bmreg;
                  end
                else if(cnt_add==20'd1)
                  begin
                    bmreg[3:0]<= 4'b0000;
                    bmreg[7:4]<= 4'b0000;
                   board_mac_add[cnt_add+1]<=bmreg;
                  end
                else if(cnt_add==20'd2)
                  begin
                    bmreg[3:0]<= 4'b0000;
                    bmreg[7:4]<= 4'b0000;
                   board_mac_add[cnt_add+1]<=bmreg;
                  end
                else if(cnt_add==20'd3)
                  begin
                     bmreg[3:0]<=4'b0000;
                    bmreg[7:4]<= 4'b0000;
                   board_mac_add[cnt_add+1]<=bmreg;
                  end
                else if(cnt_add==20'd4)
                  begin
                    bmreg[3:0]<= 4'b0000;
                    bmreg[7:4]<= 4'b0000;
                   board_mac_add[cnt_add+1]<=bmreg;
                  end
                else if(cnt_add==20'd5)
                  begin
                   cnt_add<=20'd0;
                    bmreg[3:0]<= 4'b0001;
                    bmreg[7:4]<= 4'b0010;
                   board_mac_add[cnt_add+1]<=bmreg;
                   state<= src_add;
                 end
                end
           src_add :begin
                if(cnt_add==20'd0)
                  begin
                    bmreg[3:0]<= 4'b0011;
                    bmreg[7:4]<= 4'b0100;
                   src_mac_add[cnt_add+1]<=bmreg;
                  end
                else if(cnt_add==20'd1)
                  begin
                    bmreg[3:0]<= 4'b0101;
                    bmreg[7:4]<= 4'b0110;
                   src_mac_add[cnt_add+1]<=bmreg;
                  end
                else if(cnt_add==20'd2)
                  begin
                    bmreg[3:0]<= 4'b0111;
                    bmreg[7:4]<= 4'b1000;
                   src_mac_add[cnt_add+1]<=bmreg;
                  end
                else if(cnt_add==20'd3)
                  begin
                     bmreg[3:0]<= 4'b1001;
                    bmreg[7:4]<= 4'b1010;
                   src_mac_add[cnt_add+1]<=bmreg;
                  end
                else if(cnt_add==20'd4)
                  begin
                    bmreg[3:0]<= 4'b1011;
                    bmreg[7:4]<= 4'b1100;
                   src_mac_add[cnt_add+1]<=bmreg;
                  end
                else if(cnt_add==20'd5)
                  begin
                  bmreg[3:0]<= 4'b1101;
                  bmreg[7:4]<= 4'b1110;
                 src_mac_add[cnt_add+1]<=bmreg;
                  cnt_add<=20'd0;
                  state<=frm_ty;
                  end
                end
             frm_ty : begin
                if(cnt_add==20'd0)
                  begin
                   bmreg[3:0]<= 4'b0001;
                   bmreg[7:4]<= 4'b0010;
                   frame_type[15:8]<=bmreg;
                  end
                else if(cnt_add==20'd1)
                  begin
                   bmreg[3:0]<= 4'b0011;
                   bmreg[7:4]<= 4'b0100;
                   frame_type[7:0]<=bmreg;
                   cnt_add<=20'd0;
                   state<=ht;  
                  end
               end
endcase
end
endmodule
```
**flow/run.sh**
```bash
#!/bin/bash
# OpenROAD 26Q1-2900-gdf79404cd8, Yosys 0.63+post, stock flow scripts
make -C /OpenROAD-flow-scripts/flow DESIGN_CONFIG=/design/flow/config.mk WORK_HOME=/design/flow/orfs finish
```
==> out/qor.yml <==
cts_tree: "yes"
grt_pass1_wl_mm: 13.5
fp_util: 0.311
postSynth.asyncResetShare: 0
start_kind: "register"
p_clk_frac: 0.535
comb_area_sq_mm: 0.00153
layout_top_cells: "conb_1 (157), edfxtp_1 (94), clkdlybuf4s50_1 (84)"
clkSlewWorstSetupHoldPaths_ns: 0.05
cts_made_buffers: 17
die_area_sq_mm: 0.0187
wl_per_cell_microns: 11.8
fill_cells: 1667
fp.dieH_microns: 137
end_kind: "register"
ys_cells: 442
postLayoutSetupSlackWorst_ns: 0.952
worstReg2RegEnd: "board_mac_add[1][1]$_DFFE_PP_"
hold_path_depth: 2
design.core.area_sq_mm: 0.0175
finalPower_mw: 2.88
avgViaCountPerCell: 4.02
crit_fanout: 12
p_switching_mw: 0.523
cts_resized: 0
syn_area_per_cell_sq_um: 12.4
fin_skew_ns: 0.00577
holdPathEnd: "cnt_add[19]$_DFF_P_"
ys_seq_frac: 0.590
drive_above_1_share: 0.0765
yosysWarnings: 1
warnings: 38
vdd_drop_max_v: 0.000499
max_slew_margin: 0.320
netlist-cell-type-count: 49
drtIter0Drc: 151
comb_power_share: 0.002
instances_no_fill: 774
hold_viol: 0
critPathKind: "register to register"
mostFrequentLayoutCell: "conb_1"
drv_slew: 0
seqCellArea_sq_mm: 0.00322
r2r_setup_slack_ns: 0.95
drt_pass1_iterations: 4
ys_seq_elements: 114
syn_to_final_growth_pct: 20.1
worstMarginPinSlew_ns: 1.01
worstHoldStart: "cnt_add[19]$_DFF_P_"
wirelength_mm: 9.11
gp_congestion: 0.862
dpl.hpwl_mm: 6.47
antenna_cells: 0
min_period_over_period: 0.750
finish.utilization: 0.374
grt_max_degree: 22
clkLatencyLatePin_ns: 0.40
max_freq_mhz: 351
dp.cells: 742
p_int_mw: 2.36
portBuffers: 84
antenna_left: 0
cp-startpoint: "cnt_add[0]$_DFF_P_"
grt_usage: 0.0952
std_cell_rows: 48
antenna_found_initial: 0
swShare: 0.182
power.density_mw_per_mm2: 439
grt_pass1_vias: 2701
ctsLongestPathBuffers: 2
worst_ep_required_time_ns: 3.82
syn_area_sq_mm: 0.00546
design_area_sq_mm: 0.00656
syn-instance-count: 442
die_x_microns: 137
hp-class: "register to register"
io_pins: 252
max-cap-violations: 0
cts-root-buf: "clkbuf_16"
fin_hold_ws_ns: 0.483
fin_crit_ns: 2.85
cts_setup_buffers: 0
reg2reg_from: "cnt_add[0]$_DFF_P_"
numClockSinks: 114
synth-area-yosys_sq_mm: 0.00546
flop_cell: "edfxtp_1"
reg2reg_depth: 5
setup_tns_ns: 0
cp.arrival_ns: 2.86
outcome: "complete, no violations"
pwr-share-seq: 0.463
postCtsHoldBufs: 0
pre_cts_slack_ns: 0.973
placed_area_sq_mm: 0.00597
drc_errors: 0
rsz0062_at_grt: "no"
setup_viol: 0
edf_count: 94
p_leak_nw: 2.68
vias: 3108
htreeDepth: 4
grt-ovfl-total: 0
layout make-up:
class / instances / area share
Clock buffer: 18 / 0.0654
Clock inverter: 14 / 0.0250
Inverter: 13 / 0.00744
Multi-Input combinational cell: 300 / 0.233
Sequential cell: 114 / 0.491
Tap cell: 225 / 0.0429
Timing Repair Buffer: 90 / 0.135
how the worst max path moves through the flow:
stage     cells past startpoint                            end  slack [ns]
6_report                      5  board_mac_add[1][1]$_DFFE_PP_        0.95
5_1_grt                       5  board_mac_add[1][2]$_DFFE_PP_        0.69
4_1_cts                       5  board_mac_add[1][1]$_DFFE_PP_        0.95
power groups by stage:
stage	Sequential, mW	Combinational (mW)	Clock, mW
4_1_cts	1.33	0.00613	1.56
5_1_grt	1.33	0.0109	1.63
6_report	1.33	0.00440	1.54
sequential cells by signal, summed over array words and instances, names as in the netlist:
name and count:
src_mac_add 42, board_mac_add 42, state 3, cnt_add 20
bmreg 7
layer usage:
layer  global-route usage  part of all wire  up-vias
met5                    0                 0        -
li1                     -                 -     1453
met1                0.124              0.40     1441
met4               0.0140             0.012        0
met2                0.150              0.48      203
met3               0.0457              0.11       11
Yosys cell counts, types with 2 or more instances:
master	number	area, sq um
or4_1	5	37.5
and2_1	2	12.5
and3_1	2	12.5
inv_1	12	45.0
dfxtp_1	20	400
nor2_1	14	52.6
o21ai_0	4	20.0
o31ai_1	5	37.5
nor3_1	8	40.0
clkbuf_1	8	30.0
o31a_1	2	17.5
a31oi_1	14	87.6
ha_1	4	50.1
xnor2_1	12	105
buf_4	158	1190
or2_2	2	12.5
nand2_1	10	37.5
nand2b_1	2	12.5
a21oi_1	7	35.0
nor4_1	8	50.1
nand3_1	7	35.0
or3_1	4	25.0
buf_2	3	15.0
a32oi_1	6	52.6
nand4_1	5	31.3
conb_1	2	7.51
edfxtp_1	94	2820
cell families after synthesis:
family,share of synthesized area
buf+inv,0.236
flops,0.590
simple gates,0.0825
compound gates,0.0596
xor+xnor,0.0208
fa+ha+maj,0.00916
other cells,0.00138
worst max-delay path: stages (launching register included):
cell	delay, ns
dfxtp_1	0.57
ha_1	0.35
xnor2_1	0.19
a21boi_0	0.29
nand4_1	0.24
nor3_1	0.83
Power and IR drop assume default switching activity.
