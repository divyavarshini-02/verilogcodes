$ cat flow/design.v
module xgaxi#(parameter IDLE=0,C1=1,C2=2,C3=3,C4=4,C5=5,C6=6,C7=7,DELAY=8)(clk,data,tready,tlast,tuser,tvalid,tkeep,tdata);
input tready,clk;
input [63:0]data;
output reg[63:0]tdata;
output reg tlast,tuser;
output reg tvalid;
output reg [7:0] tkeep;
reg [3:0] state=0;
reg [5:0]n=1;
reg delay=0;
reg [5:0]count=6'b000000;
reg [47:0]d_mac=48'ha0b1c2d3e4f5;
reg [47:0]s_mac=48'h24be051e72e9;
reg [15:0]lt=16'h0800;
reg [3:0] ver=4'b0100;
reg[3:0]ihl=4'b0101;
reg[7:0]tos=8'b00000000;
reg[15:0]tl=16'd284;
reg[15:0]id=16'b0000000000000000;
reg[15:0]fragment=16'h4000;
reg[7:0]ttl=8'd64;
reg[7:0]pro=8'd17;
reg [15:0]checksum=16'hadef;
reg [31:0]s_ip=32'hc010fe01;
reg [31:0]d_ip=32'hc0a20d2d;
reg[15:0] s_udp=16'd20;
reg[15:0] d_udp=16'd80;
reg[15:0] l_udp=16'd264;
reg[15:0] checksum_udp=16'd0;
reg[31:0] fcs=32'habcdef12;
reg [63:0]mem[32:1];
always@(posedge clk)
 begin
if(count<=6'd32)
begin
mem[count]<=data;
count<=count+1'b1;
end
end
always@(posedge clk)
begin
if(tready==1)
begin
case(state)
IDLE:
begin
tvalid<=0;
tkeep<=8'h00;
tuser<=0;
tlast<=0;
state<=C1;
end
C1:
begin
tdata<={s_mac[39:32],s_mac[47:40],d_mac[7:0],d_mac[15:8],d_mac[23:16],d_mac[31:24],d_mac[39:32],d_mac[47:40]};
tlast<=0;
tuser<=0;
tvalid<=1'b1;
tkeep<=8'hff;
state<=C2;
end
C2:
begin
tdata<={tos,ver,ihl,lt[7:0],lt[15:8],s_mac[7:0],s_mac[15:8],s_mac[23:16],s_mac[31:24]};
tlast<=0;
tuser<=0;
tvalid<=1'b1;
tkeep<=8'hff;
state<=C3;
end
C3:
begin
tdata<={pro,ttl,fragment[7:0],fragment[15:8],id[7:0],id[15:8],tl[7:0],tl[15:8]};
tlast<=0;
tuser<=0;
tvalid<=1'b1;
tkeep<=8'hff;
state<=C4;
end
C4:
begin
tdata<={d_ip[23:16],d_ip[31:24],s_ip[7:0],s_ip[15:8],s_ip[23:16],s_ip[31:24],checksum[7:0],checksum[15:8]};
tlast<=0;
tuser<=0;
tvalid<=1'b1;
tvalid<=1'b1;
tkeep<=8'hff;
state<=C5;
end
C5:
begin
tdata<={l_udp[7:0],l_udp[15:8],d_udp[7:0],d_udp[15:8],s_udp[7:0],s_udp[15:8],d_ip[7:0],d_ip[15:8]};
tlast<=0;
tuser<=0;
tvalid<=1'b1;
tkeep<=8'hff;
state<=C6;
end
C6:
begin
tdata<={mem[1][47:40],mem[1][39:32],mem[1][31:24],mem[1][23:16],mem[1][15:8],mem[1][7:0],checksum_udp[7:0],checksum_udp[15:8]};
tlast<=0;
tvalid<=1'b1;
tuser<=0;
tkeep<=8'hff;
state<=C7;
end
C7:
begin
if(n<=31)
begin
tdata<={mem[n+1][47:40],mem[n+1][39:32],mem[n+1][31:24],mem[n+1][23:16],mem[n+1][15:8],mem[n+1][7:0],mem[n][63:56],mem[n][55:48]};
n<=n+1;
tvalid<=1'b1;
tlast<=0;
tuser<=0;
tkeep<=8'hff;
if(n==26)
begin
count<=1;
end
end
else
begin
tdata<={fcs[7:0],fcs[15:8],fcs[23:16],fcs[31:24],mem[n][63:56],mem[n][55:48]};
n<=1;
tlast<=1;
tvalid<=1'b1;
tuser<=0;
tkeep<=8'h3f;
state<=DELAY;
end
end
DELAY:
begin
if(delay==0)
begin
tvalid<=0;
tkeep<=8'h00;
delay<=delay+1;
tuser<=0;
tlast<=0;
end
else
begin
tvalid<=0;
tkeep<=8'h00;
tuser<=0;
tlast<=0;
state<=IDLE;
end
end
endcase
end
else
begin
tvalid<=0;
tkeep<=8'h00;
tuser<=0;
tlast<=0;
end
end
endmodule 
$ cat flow/run.sh
#!/bin/bash
# OpenROAD 26Q1-2900-gdf79404cd8, Yosys 0.63+post, stock flow scripts
make -C /OpenROAD-flow-scripts/flow DESIGN_CONFIG=/design/flow/config.mk WORK_HOME=/design/flow/orfs finish
$ cat flow/config.mk
export PLATFORM = sky130hd
export DESIGN_NAME = xgaxi
export DESIGN_NICKNAME = xgaxi
export VERILOG_FILES = /design/flow/design.v
export SDC_FILE = /design/flow/constraint.sdc
export NUM_CORES = 4
export LEC_CHECK = 1
export CORE_UTILIZATION = 50
$ cat flow/constraint.sdc
current_design xgaxi

set clk_period 4.9
set clk_io_pct 0.2

create_clock -name clk0 -period $clk_period [get_ports {clk}]

set non_clock_inputs [all_inputs -no_clocks]
set_input_delay [expr $clk_period * $clk_io_pct] -clock clk0 $non_clock_inputs
set_output_delay [expr $clk_period * $clk_io_pct] -clock clk0 [all_outputs]
==> run notes <==
In this run, synthesis inferred 140 flip-flops with an integrated enable. Count of yosys warnings during synthesis: 1. The run stopped with a tool error.

After synthesis, the design contains 353 cells according to Yosys. The portion of the post-synthesis area used by sequential elements came out at 78.9%. Per the synth log, the flip-flop and latch total comes to 145. The tool reported: "ERROR: Found 1 problems in 'check -assert'". In the synthesized netlist the dominant register cell turns out to be edfxtp_1. The flow halted during 1_2_yosys. After synthesis, the share of flip-flops with an asynchronous set or reset is 0%. Counting distinct cell types in the post-synthesis netlist gives 42.

For this run, the chip area from Yosys synthesis comes to 0.00546 mm2.
[synth_stat cells, drive strengths merged, types with 2 or more instances]
| master | number | area [um2] |
|---|---|---|
| inv | 13 | 48.8 |
| nand3 | 6 | 30.0 |
| or2 | 2 | 12.5 |
| nor3 | 3 | 15.0 |
| edfxtp | 140 | 4200 |
| nand2 | 23 | 86.3 |
| dfxtp | 5 | 100 |
| a211oi | 3 | 27.5 |
| nor2 | 35 | 139 |
| xnor2 | 3 | 26.3 |
| buf | 19 | 120 |
| a21o | 20 | 150 |
| o22ai | 2 | 12.5 |
| and2 | 12 | 75.1 |
| xor2 | 2 | 17.5 |
| clkbuf | 4 | 15.0 |
| ha | 2 | 25.0 |
| a21oi | 19 | 95.1 |
| o21ai | 19 | 98.9 |
| nand2b | 2 | 12.5 |
| conb | 2 | 7.51 |
| o21a | 2 | 15.0 |
[cells by family after synthesis]
family	share of synthesized area [%]
fa+ha+maj	0.458
other cells	0.138
compound gates	8.32
xor+xnor	0.803
simple gates	7.66
mux	0.390
flops	78.9
buf+inv	3.37
