**flow/config.mk**
```make
export PLATFORM = sky130hd
export DESIGN_NAME = cgmii
export DESIGN_NICKNAME = cgmii
export VERILOG_FILES = /design/flow/design.v
export SDC_FILE = /design/flow/constraint.sdc
export NUM_CORES = 4
export LEC_CHECK = 1
export CORE_AREA = 10 10 432 432
export DIE_AREA = 0 0 442 442
```
**flow/constraint.sdc**
```tcl
current_design cgmii

set clk_period 1.4
set clk_io_pct 0.2

create_clock -name clk0 -period $clk_period [get_ports {clk}]

set non_clock_inputs [all_inputs -no_clocks]
set_input_delay [expr $clk_period * $clk_io_pct] -clock clk0 $non_clock_inputs
set_output_delay [expr $clk_period * $clk_io_pct] -clock clk0 [all_outputs]
```
**flow/design.v**
```verilog
  module avalon_st_test(clk,data,ready,tx_data0,tx_data1,tx_data2,tx_data3,
                 tx_empty0,tx_empty1,tx_empty2,tx_empty3,
                 sof0,sof1,sof2,sof3,eof0,eof1,eof2,eof3,
                 valid0,valid1,valid2,valid3,er0,er1,er2,er3);
  input clk;
  input [511:0]data;
  input ready;
  output reg[127:0]tx_data0,tx_data1,tx_data2,tx_data3;
  output reg[3:0]tx_empty0,tx_empty1,tx_empty2,tx_empty3;
  output reg sof0,sof1,sof2,sof3;
  output reg eof0,eof1,eof2,eof3;
  output reg valid0,valid1,valid2,valid3;
  output reg er0,er1,er2,er3;
  reg [2:0]cnt=3'b000;
  reg [511:0]mem[0:3];
  reg [2:0] st=3'b000;
  reg [47:0]d_mac=48'ha0b1c2d3e4f5;
  reg [47:0]s_mac=48'h24be051e72e9;
  reg [15:0]lt=16'h0800;
  reg [3:0] ver=4'b0100;
  reg [3:0]ihl=4'b0101;
  reg [7:0]tos=8'b00000000;
  reg [15:0]tl=16'd284;
  reg [15:0]id=16'b0000000000000000;
  reg [15:0]fragment=16'h4000;
  reg [7:0]ttl=8'd64;
  reg [7:0]pro=8'd17;
  reg [15:0]checksum=16'hadef;
  reg [31:0]s_ip=32'hc010fe01;
  reg [31:0]d_ip=32'hc0a20d2d;
  reg [15:0] s_udp=16'd20;
  reg [15:0] d_udp=16'd80;
  reg [15:0] l_udp=16'd264;
  reg [15:0] checksum_udp=16'd0;
  reg [31:0] fcs=32'habcdef12;
  reg [1:0]n=2'b0;
   parameter idle=3'd0,s0=3'd1,s1=3'd2;
  always @(posedge clk)
  begin
    if(cnt<=3'd3)
      begin
        mem[cnt]<=data;
        cnt<=cnt+1'b1;
      end
  end
  always @(posedge clk)
  begin
    if(ready==1'b1)
      begin
        case(st)
          idle:begin
              tx_empty0<=4'hf;tx_empty1<=4'hf;tx_empty2<=4'hf;tx_empty3<=4'hf;
              sof0<=1'b0;sof1<=1'b0;sof2<=1'b0;sof3<=1'b0;
              eof0<=1'b0;eof1<=1'b0;eof2<=1'b0;eof3<=1'b0;
              valid0<=1'b0;valid1<=1'b0;valid2<=1'b0;valid3<=1'b0;
              er0<=1'b0;er1<=1'b0;er2<=1'b0;er3<=1'b0;
              st<=s0;
              end
           s0:begin
              tx_empty0<=4'h0;tx_empty1<=4'h0;tx_empty2<=4'h0;tx_empty3<=4'h0;
              sof0<=1'b1;sof1<=1'b0;sof2<=1'b0;sof3<=1'b0;
              eof0<=1'b0;eof1<=1'b0;eof2<=1'b0;eof3<=1'b0;
              valid0<=1'b1;valid1<=1'b1;valid2<=1'b1;valid3<=1'b1;
              er0<=1'b0;er1<=1'b0;er2<=1'b0;er3<=1'b0;
              tx_data0<={tos,ver,ihl,lt[7:0],lt[15:8],s_mac[7:0],s_mac[15:8],s_mac[23:16],s_mac[31:24],s_mac[39:32],s_mac[47:40],d_mac[7:0],d_mac[15:8],d_mac[23:16],d_mac[31:24],d_mac[39:32],d_mac[47:40]};
              tx_data1<={d_ip[23:16],d_ip[31:24],s_ip[7:0],s_ip[15:8],s_ip[23:16],s_ip[31:24],checksum[7:0],checksum[15:8],pro,ttl,fragment[7:0],fragment[15:8],id[7:0],id[15:8],tl[7:0],tl[15:8]};
              tx_data2<={mem[n][47:40],mem[n][39:32],mem[n][31:24],mem[n][23:16],mem[n][15:8],mem[n][7:0],checksum_udp[7:0],checksum_udp[15:8],l_udp[7:0],l_udp[15:8],d_udp[7:0],d_udp[15:8],s_udp[7:0],s_udp[15:8],d_ip[7:0],d_ip[15:8]};
              tx_data3<=mem[n][175:48];
              st<=s1;
              end
           s1:begin
              if(n<=2)
                begin
              n<=n+1;
              tx_empty0<=4'h0;tx_empty1<=4'h0;tx_empty2<=4'h0;tx_empty3<=4'h0;
              sof0<=1'b0;sof1<=1'b0;sof2<=1'b0;sof3<=1'b0;
              eof0<=1'b0;eof1<=1'b0;eof2<=1'b0;eof3<=1'b0;
              valid0<=1'b1;valid1<=1'b1;valid2<=1'b1;valid3<=1'b1;
              er0<=1'b0;er1<=1'b0;er2<=1'b0;er3<=1'b0;
              tx_data0<=mem[n][303:176];
              tx_data1<=mem[n][431:304];
              tx_data2<={mem[n+1][47:0],mem[n][511:432]};
              tx_data3<=mem[n+1][175:48];
              if(n==2)
                begin
                  cnt<=3'b0;
                end
                end 
              else
                begin
              n<=3'b0;
              tx_empty0<=4'h0;tx_empty1<=4'h0;tx_empty2<=4'd2;tx_empty3<=4'hf;
              sof0<=1'b0;sof1<=1'b0;sof2<=1'b0;sof3<=1'b0;
              eof0<=1'b0;eof1<=1'b0;eof2<=1'b1;eof3<=1'b0;
              valid0<=1'b1;valid1<=1'b1;valid2<=1'b1;valid3<=1'b0;
              er0<=1'b0;er1<=1'b0;er2<=1'b0;er3<=1'b0;
              tx_data0<=mem[n][303:176];
              tx_data1<=mem[n][431:304];
              tx_data2<={fcs[7:0],fcs[15:8],fcs[23:16],fcs[31:24],mem[n][511:432]};
              st<=idle;
                end 
              end
        endcase
       end         
  else
    begin
      tx_empty0<=4'hf;tx_empty1<=4'hf;tx_empty2<=4'hf;tx_empty3<=4'hf;
      sof0<=1'b0;sof1<=1'b0;sof2<=1'b0;sof3<=1'b0;
      eof0<=1'b0;eof1<=1'b0;eof2<=1'b0;eof3<=1'b0;
      valid0<=1'b0;valid1<=1'b0;valid2<=1'b0;valid3<=1'b0;
      er0<=1'b0;er1<=1'b0;er2<=1'b0;er3<=1'b0;
     end
 end
 endmodule
module cgmii(rst,clk,rx_data,mac_ready,
                 rx_empty0,rx_empty1,rx_empty2,rx_empty3,
                 rx_sof0,rx_sof1,rx_sof2,rx_sof3,rx_eof0,rx_eof1,rx_eof2,rx_eof3,
                 rx_valid0,rx_valid1,rx_valid2,rx_valid3,rx_er0,rx_er1,rx_er2,rx_er3,out,ctrl);
  input rst;             
  input clk;
  input [511:0]rx_data;
  output reg [511:0]out;
  output reg [63:0]ctrl;
  output reg mac_ready;
  input [3:0]rx_empty0,rx_empty1,rx_empty2,rx_empty3;
  input  rx_sof0,rx_sof1,rx_sof2,rx_sof3;
  input  rx_eof0,rx_eof1,rx_eof2,rx_eof3;
  input  rx_valid0,rx_valid1,rx_valid2,rx_valid3;
  input  rx_er0,rx_er1,rx_er2,rx_er3;
  reg [511:0]rreg;
  reg [63:0] blreg;
  reg [63:0] creg;
  reg [2:0] state=3'b000;
  parameter idle=3'd0,a1=3'd1,a2=3'd2,a3=3'd3;
  wire [511:0]data;
  wire ready;
  wire [127:0]tx_data0,tx_data1,tx_data2,tx_data3;
  assign ready=mac_ready;
  assign rx_data={tx_data3,tx_data2,tx_data1,tx_data0};
  avalon_st_test ssg(clk,data,ready,tx_data0,tx_data1,tx_data2,tx_data3,
                 rx_empty0,rx_empty1,rx_empty2,rx_empty3,
                 rx_sof0,rx_sof1,rx_sof2,rx_sof3,rx_eof0,rx_eof1,rx_eof2,rx_eof3,
                 rx_valid0,rx_valid1,rx_valid2,rx_valid3,rx_er0,rx_er1,rx_er2,rx_er3);
  always @(posedge clk)
  begin
    if(rst)
          begin
          out<={7'd64{8'h07}};
          ctrl<=64'hffffffff_ffffffff;
          mac_ready<=1'b0;
          end
  else
    case(state)
      idle:
           begin
            if((rx_valid0 && rx_valid1&& rx_valid2&& rx_valid3 ==1'b1)&&(rx_sof0||rx_sof1||rx_sof2||rx_sof3==1'b1))
            begin
            out<={7'd64{8'h07}};
            ctrl<=64'hffffffff_ffffffff;
            rreg<=rx_data;
            creg<={rx_empty3,rx_empty2,rx_empty1,rx_empty0};
            mac_ready<=1'b1;
            state<=a1;
            end             
            else      
            begin
            out<={7'd64{8'h07}};
            ctrl<=64'hffffffff_ffffffff;
            rreg<=rx_data;
            creg<={rx_empty3,rx_empty2,rx_empty1,rx_empty0};
            mac_ready<=1'b1;
            state<=idle;
            end
            end
      a1:   begin
            if(((rx_sof0==1'b0) && (rx_sof1==1'b0) &&(rx_sof2==1'b0) && (rx_sof3==1'b0))&&((rx_eof0==1'b0) && (rx_eof1==1'b0) && (rx_eof2==1'b0) && (rx_eof3 ==1'b0)))
            begin
            out<={rreg[447:0],64'h5d555555555555fb};
            blreg<=rreg[511:448];
            ctrl<=64'b01;
            rreg<=rx_data;
            creg<={rx_empty3,rx_empty2,rx_empty1,rx_empty0};
            mac_ready<=1'b1;
            state<=a2;
            end
          else
            begin
            out<={7'd64{8'h07}};
            ctrl<=64'hffffffff_ffffffff;
            rreg<=rx_data;
            creg<={rx_empty3,rx_empty2,rx_empty1,rx_empty0};
            mac_ready<=1'b1;
            state<=idle;
            end
            end
      a2:   begin
            if(((rx_sof0 && rx_sof1 &&rx_sof2 && rx_sof3)==1'b0)&&((rx_eof0 || rx_eof1 || rx_eof2 || rx_eof3)==1'b1))
            begin
            out<={rreg[447:0],blreg};
            blreg<=rreg[511:448];
            ctrl<=64'b0;
            rreg<=rx_data;
            creg<={rx_empty3,rx_empty2,rx_empty1,rx_empty0};
            mac_ready<=1'b1;
            state<=a3;
            end
          else
            begin
            out<={rreg[447:0],blreg};
            blreg<=rreg[511:448];
            ctrl<=64'b0;
            rreg<=rx_data;
            creg<={rx_empty3,rx_empty2,rx_empty1,rx_empty0};
            state<=a2;
            end
            end
      a3:   begin
            out<={{5'd16{8'h07}},16'h07fd,rreg[367:0]};
            ctrl<=64'hffc00000_00000000;
            mac_ready<=1'b1;
            state<=idle;
            end
endcase
end
endmodule
```
**flow/run.sh**
```bash
#!/bin/bash
# OpenROAD 26Q1-2900-gdf79404cd8, Yosys 0.63+post, stock flow scripts
make -C /OpenROAD-flow-scripts/flow DESIGN_CONFIG=/design/flow/config.mk WORK_HOME=/design/flow/orfs finish
```
==> flow_metrics.rpt <==
FLOW METRICS REPORT
----------------------------------------------------
[Status]
  Outcome ........................ stopped before the end
  Last stage reached ........................ synthesis (1_2_yosys)
  First error message ........................ ERROR: Found 524 problems in 'check -assert'.

[Synth]
  Fraction of synthesized area in multiplexers ........................ 0.00237
  Cell with the most instances after synthesis ........................ sky130_fd_sc_hd__buf_4
  Area reported by Yosys stat ........................ 0.00898 mm²
  Dominant non-sequential cell family after synthesis ........................ buffers and inverters
  XOR Share, Synth ........................ 0
  Share of the synthesized area in the top cell type ........................ 0.908
  Total of flip-flops plus latches after synthesis ........................ 21
  Post-synthesis simple-gate area fraction ........................ 0.0164
  Fraction of synthesis flops using an asynchronous set or reset pin ........................ 0
  Count of instantiated cells in the yosys netlist ........................ 1156
  Commonest cells in the synthesized netlist ........................ sky130_fd_sc_hd__buf_4, sky130_fd_sc_hd__dfxtp_1, sky130_fd_sc_hd__edfxtp_1, sky130_fd_sc_hd__ha_1, sky130_fd_sc_hd__nand2_1
  Flip-flop cell with the highest count after synthesis ........................ sky130_fd_sc_hd__dfxtp_1
  Cell area leaders ........................ sky130_fd_sc_hd__buf_4, sky130_fd_sc_hd__dfxtp_1, sky130_fd_sc_hd__edfxtp_1
  Warning count from the yosys run ........................ 2
  Count of distinct cell types in the synthesized netlist ........................ 29
  Portion of the post-synthesis area used by sequential elements ........................ 0.0535
  Fraction of the mapped netlist area in compound gates ........................ 0.00822
  Count of flip-flops with a built-in enable after synthesis ........................ 6
  Cell type contributing the most total cell area after synthesis ........................ sky130_fd_sc_hd__buf_4
  Adder Share, Synth ........................ 0.00836

----------------------------------------------------
-- kinds of logic after synthesis --
group | Yosys count
and+or+nand+nor | 23
muxes | 2
adders and majority gates | 6
DFF | 21
AOI/OAI and AO/OA | 10
buffers and inverters | 1092
other | 2
